**run.sh**
```bash
#!/bin/bash
# OpenROAD 26Q1-2900-gdf79404cd8, Yosys 0.63+post, stock flow scripts
make -C /OpenROAD-flow-scripts/flow DESIGN_CONFIG=/design/flow/config.mk WORK_HOME=/design/flow/orfs finish
```
**config.mk**
```make
export PLATFORM = sky130hd
export DESIGN_NAME = REG_FILE_MODULE
export DESIGN_NICKNAME = REG_FILE_MODULE
export VERILOG_FILES = /design/flow/design.v
export SDC_FILE = /design/flow/constraint.sdc
export NUM_CORES = 4
export LEC_CHECK = 1
export CORE_UTILIZATION = 40
export SYNTH_HDL_FRONTEND = slang
```
**constraint.sdc**
```tcl
current_design REG_FILE_MODULE

set clk_period 7.5
set clk_io_pct 0.2

create_clock -name clk0 -period $clk_period [get_ports {clk}]

set non_clock_inputs [all_inputs -no_clocks]
set_input_delay [expr $clk_period * $clk_io_pct] -clock clk0 $non_clock_inputs
set_output_delay [expr $clk_period * $clk_io_pct] -clock clk0 [all_outputs]
```
**design.v**
```verilog
`timescale 1ns / 1ps
module REG_FILE_MODULE(
    input logic [4:0] REG_adr1,
    input logic [4:0] REG_adr2,
    input logic [4:0] REG_wa,
    input logic [31:0] REG_wd,
    output logic [31:0] REG_rs1,
    output logic [31:0] REG_rs2,
    input logic REG_enable,
    input logic clk
    );
    logic [31:0] ram[0:31];  
    initial begin
        int i;
        for(i=0;i<32;i++)
            begin
                ram[i] = 0;  
            end
    end
    always_ff @(posedge clk)
    begin
      if(REG_enable== 1 && REG_wa !=0)
      begin
        ram[REG_wa]<= REG_wd;
      end
    end
     assign REG_rs1 = ram[REG_adr1];  
     assign REG_rs2 = ram[REG_adr2];  
endmodule
```
==> CHANGELOG.md <==
## Implementation

- Result of the run: complete, no violations
- Part of the Yosys area used for sequential elements: 0.631
- Worst setup margin: 1450 ps
- Post-CTS sizing: 0
- Kind of cell with the highest combined delay on the critical path: buffers and inverters
- Hold Crit Class: in -> reg
- Average instance area after synthesis: 14.4 µm²
- Number of cells in the yosys synthesis report: 3386
- WHS Path Cells: 2
- Combined buffer and inverter count along the critical path: 3
- DR vias/cell: 5.92
- Via count of the first global-routing pass: between 30k and 40k
- ANT nets after route: 0
- Std-Cell Core Area: between 0.1 and 0.15 mm²
- Design area: 0.0554 mm²
- Arrival time worst endpoint: 4550 ps
- Number of maximum-capacitance constraint violations: 0
- Setup Viol. Count Final: 0
- Share of synthesized cell area in and, or, nand and nor gates: 0.0471
- Adder and majority gate portion of the synthesized area: 0
- Die H: 351 µm
- Clock transition at the registers of the reported paths: 60 ps
- Largest net degree at the start of global routing: 91
- Final RePlAce weighted congestion: 0.883
- Share of layout cells above drive strength 1: 0.0912
- Mapped cell area: between 0.04 and 0.05 mm²
- Number of warnings in the stage logs: 26
- Instance area at placement: 0.0522 mm²
- Worst stage delay on the critical path: 700 ps
- Synth area leaders: sky130_fd_sc_hd__edfxtp_1 (63%), sky130_fd_sc_hd__mux2i_1 (21%), sky130_fd_sc_hd__a22oi_1 (3.0%)
- Total congestion overflow after global routing: 0
- Starting utilization of the core area: 0.405
- Number of buffers inserted to repair setup after CTS: 0
- Number of antenna violations at the first check in global routing: 8
- Clock Sinks: 1024
- Leading area contributor after synthesis: sky130_fd_sc_hd__edfxtp_1
- Prevailing logic family in the synthesized netlist: multiplexers
- Filler cell count: ~10k
- Largest Register: ram
- Top cell type's share of synthesized area: 0.631
- Pre-antenna DRT Iters: 5
- Transition at the pin with the smallest max-transition slack: 961 ps
- Post-synthesis cell count: 3386
- Instance count after placement with tap cells included: 5031
- Width of the chip: 351 µm
- Worst VDD drop: approximately 0.00017 V
- Power Density: 227 mW/mm²
- Unrepaired setup endpoints after global routing: no
- Cells traversed along the worst timing path: clkdlybuf4s50_1 -> and2_4 -> buf_4 -> a22o_1 -> nor3_1 -> a31oi_1 -> nand3_1 -> clkdlybuf4s50_1
- Share of synthesized cell area in and-or and or-and compound cells: 0.0805
- Post-Route Utilization: 0.460
- Total number of vias: between 30k and 40k
- Clock buffers created by TritonCTS: ~110
- Worst relative slew slack: 0.358
- Routed wire length per instance: 29.2 µm
- Max reg flops: 1024
- Number of different library cells in the post-synthesis netlist: 24
- Root buffer cell: sky130_fd_sc_hd__clkbuf_16
- Largest fanout of any net on the critical path: 39
- Yosys Warn Count: 0
- Row cnt: roughly 130
- CP startpoint kind: primary input
- Most frequent cell on the critical path: sky130_fd_sc_hd__clkdlybuf4s50_1
- Xor/xnor share: 0
- Worst Setup Path Type: in -> out
- Final critical path time including I/O delays and setup: 6050 ps
- Drc violations: 0
- Maximum clock frequency: about 170 MHz
- Clock tree from TritonCTS: done
- Number of hold buffers added after CTS: 0
- Area growth from synthesis to layout: 13.6%
- Pre-CTS setup slack: 1450 ps
- Buffer levels on the longest clock path: 3
- Number of top-level design ports: 113
- Final clock period utilization by the worst path: 0.807
- Total routing usage reported by global routing: 0.266
- Setup TNS: 0 ps
- Die Size: 0.123 mm²
- Clock H-tree levels: 3
- First-pass GRT wire length: 218 mm
- Yosys Chip Area: 0.0488 mm²
- Cell Count, Final, Fillers Out: 5223
- Logic depth of the worst path, buffers included: 8
- Starting DRC count in detailed routing: 2091
- Flops after synth: between 1k and 1.5k
- Leading registers by flop count: ram x1024
- Type of destination of the critical path: output pin
- Leak: slightly above 20 nW
- Critical-path cell with the highest stage delay: sky130_fd_sc_hd__and2_4
- Total wirelength of the detailed-routed design: between 150 and 200 mm
- MUX share of area: 0.210
- Number of hold-slack violations in the final timing report: 0
- Count of final max-slew check failures: 0
- Required time of the worst setup path: 6000 ps
- Post-detail-place hpwl: 85.2 mm
- IO Port Bufs: 112
## metrics by stage
stage          power [W]  hold slack (ps)
6_report          0.0126             1630
5_1_grt           0.0129             1640
4_1_cts           0.0126             1610
3_5_place_dp     0.00773             2330
3_3_place_gp     0.00772             2330
2_1_floorplan    0.00720             1600
## cell usage after synthesis, drive strengths merged
cell type and count:
a21oi 192, a22o 128, a22oi 192, a31oi 64, and2 2, buf 167, clkbuf 86, conb 1
edfxtp 1024, mux2i 1024, nand2 195, nand2b 4, nand3 194, nand3b 5, nor2 34, nor2b 4
nor3 64, or2 2, or3 1, or3b 3
## layer usage
metal / share of wire / vias up / global-route usage / routed length (µm)
met3: 0.13 / 289 / 0.148 / 20400
met2: 0.47 / 1639 / 0.401 / 71800
li1: - / 13600 / - / -
met5: 0.00051 / - / 0 / 77
met1: 0.36 / 15400 / 0.343 / 54900
met4: 0.034 / 12 / 0.0737 / 5180
## final timing paths
kind / startpoint / to / slack [ps]
worst max-delay path: REG_adr2[2] / REG_rs2[25] / 1450
worst min-delay path: REG_wd[22] / ram[27][22]$_DFFE_PP_ / 1630
## where the power goes
part	total (W)	internal, W	switching, W
clock	0.00494	0.00274	0.00219
combinational	0.00120	0.000461	0.000740
sequential	0.00641	0.00638	0.0000320
total	0.0126	0.00959	0.00296
## final cells by class
cell class	count	area [µm²]	area share
Clock inverter	51	418	0.00755
Multi-Input combinational cell	2140	16900	0.305
Sequential cell	1024	30700	0.555
Antenna cell	2	5.00	0.0000904
Tap cell	1612	2020	0.0364
Timing Repair Buffer	255	2530	0.0457
Clock buffer	139	2780	0.0501
## cells by family after synthesis
group	Yosys count
multiplexers	1024
flip-flops	1024
AND-OR/OR-AND	576
AND/OR/NAND/NOR	508
buffers and inverters	253
other	1
## placed cells by master, fill, tap and decap left out
master	n
sky130_fd_sc_hd__inv_8	1
sky130_fd_sc_hd__nor3_1	64
sky130_fd_sc_hd__inv_16	2
sky130_fd_sc_hd__a31oi_1	64
sky130_fd_sc_hd__or2_2	2
sky130_fd_sc_hd__conb_1	32
sky130_fd_sc_hd__nand2_1	193
sky130_fd_sc_hd__nand2b_2	4
sky130_fd_sc_hd__diode_2	2
sky130_fd_sc_hd__nand3_1	194
sky130_fd_sc_hd__clkdlybuf4s50_1	110
sky130_fd_sc_hd__a21oi_1	192
sky130_fd_sc_hd__bufinv_16	4
sky130_fd_sc_hd__buf_12	26
sky130_fd_sc_hd__and2_4	2
sky130_fd_sc_hd__nor2_4	33
sky130_fd_sc_hd__mux2i_1	1024
sky130_fd_sc_hd__clkinv_2	16
sky130_fd_sc_hd__inv_6	2
sky130_fd_sc_hd__clkbuf_1	33
sky130_fd_sc_hd__nor2_1	1
sky130_fd_sc_hd__buf_8	2
sky130_fd_sc_hd__buf_4	117
sky130_fd_sc_hd__clkinv_8	2
sky130_fd_sc_hd__a22o_1	128
sky130_fd_sc_hd__nor2b_4	4
sky130_fd_sc_hd__clkbuf_16	106
sky130_fd_sc_hd__nand3b_1	5
sky130_fd_sc_hd__edfxtp_1	1024
sky130_fd_sc_hd__nand2_2	2
sky130_fd_sc_hd__or3b_2	3
sky130_fd_sc_hd__or3_1	1
sky130_fd_sc_hd__clkinv_1	23
sky130_fd_sc_hd__clkinv_16	1
sky130_fd_sc_hd__a22oi_1	192
Power figures rest on the tool's default switching activity, not on a simulated workload.
