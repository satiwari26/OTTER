==> ./design.v <==
`timescale 1ns / 1ps
module ALU(
    input logic [31:0] Scr_A,
    input logic [31:0] Scr_C,
    input logic [3:0] alu_fun,
    output logic [31:0] result
    );
    always_comb
    begin
    case(alu_fun)
        4'b0000: begin
            result = $signed(Scr_A) + $signed(Scr_C);
        end
        4'b1000: begin
            result = $signed(Scr_A) - $signed(Scr_C);
        end
        4'b0110: begin
            result = Scr_A | Scr_C;
        end
        4'b0111: begin
            result = Scr_A & Scr_C;
        end
        4'b0100: begin
            result = Scr_A ^ Scr_C;
        end
        4'b0101: begin
            result = Scr_A >> Scr_C[4:0];  
        end
        4'b0001: begin
            result = Scr_A << Scr_C[4:0];     
        end
        4'b1101: begin
            result = $signed(Scr_A) >>>(Scr_C[4:0]);  
        end
        4'b0010: begin
            result = $signed(Scr_A) < $signed(Scr_C);  
        end
        4'b0011: begin
            result = Scr_A < Scr_C;      
        end
        4'b1001: begin
            result = Scr_A;
        end
        default:begin
            result = 0;
        end
    endcase
    end
endmodule
`timescale 1ns / 1ps
module ALUwithMUX(
    input logic [31:0] RS1,
    input logic [31:0] U_type,
    input logic [31:0] RS2,
    input logic [31:0] I_type,
    input logic [31:0] S_type,
    input logic [31:0] PC_OUT,
    input logic [3:0] alu_fun,
    input logic alu_srcA,
    input logic [1:0]alu_srcB,
    output logic[31:0] ALU_RESULT
    );
    logic [31:0]SRC_A;
    logic [31:0]SRC_B;
    always_comb
    begin
        case(alu_srcA)
            1'b0:
            begin
                SRC_A = RS1;
            end
            1'b1:
            begin
                SRC_A = U_type;
            end
            default:
            begin
                SRC_A = 32'b0;
            end
        endcase
    end
    always_comb
    begin
        case(alu_srcB)
            2'b00:
            begin
                SRC_B = RS2;
            end
            2'b01:
            begin
                SRC_B = I_type;
            end
            2'b10:
            begin
                SRC_B = S_type;
            end
            2'b11:
            begin
                SRC_B = PC_OUT;
            end
            default:
            begin
                SRC_B = 32'b0;
            end
        endcase
    end
    ALU airthLogicUnit(.Scr_A(SRC_A),.Scr_C(SRC_B),.alu_fun(alu_fun),.result(ALU_RESULT));
endmodule
==> ./run.sh <==
#!/bin/bash
# OpenROAD 26Q1-2900-gdf79404cd8, Yosys 0.63+post, stock flow scripts
make -C /OpenROAD-flow-scripts/flow DESIGN_CONFIG=/design/flow/config.mk WORK_HOME=/design/flow/orfs finish
==> ./config.mk <==
export PLATFORM = sky130hd
export DESIGN_NAME = ALUwithMUX
export DESIGN_NICKNAME = ALUwithMUX
export VERILOG_FILES = /design/flow/design.v
export SDC_FILE = /design/flow/constraint.sdc
export NUM_CORES = 4
export LEC_CHECK = 1
export CORE_UTILIZATION = 50
export SYNTH_HDL_FRONTEND = slang
==> ./constraint.sdc <==
current_design ALUwithMUX

set clk_period 31.0
set clk_io_pct 0.2

create_clock -name clk0 -period $clk_period

set non_clock_inputs [all_inputs -no_clocks]
set_input_delay [expr $clk_period * $clk_io_pct] -clock clk0 $non_clock_inputs
set_output_delay [expr $clk_period * $clk_io_pct] -clock clk0 [all_outputs]
==> summary.txt <==
Status on the layout run. For the worst min-delay path, the startpoint reported by OpenROAD is U_type[1]. Sorting the Yosys area breakdown by cell type puts at the top sky130_fd_sc_hd__ha_1. Critical path required time landed at 24.80 ns.

Per the OpenROAD floorplan log, the width of the die is 141 um. Before placement the cells fill 51.2% of the core. Per STA, the library cell used most along the worst path is sky130_fd_sc_hd__buf_4. Ratio of final minimum period to clock period landed at 59.6%. Leakage component of the power landed at 5.06 nW. Register share after synthesis landed at 0%. Per the final layout report, the fraction of cells sized above drive strength 1 comes to 7.22%.

The first global-routing pass estimated 64300 um of wire. The placement report lists the number of port buffers as 231. In this run, post-CTS repair resized a total of 0 instances. The endpoint of the worst hold path is reported as ALU_RESULT[1].

For this run, the top clock speed supported by timing is 0.0541 GHz. The count of nets left with antenna violations once routing finished came out at 0. Row generation in the floorplan step produced 50 rows. The report puts the hold buffer count at CTS at 0. The worst setup path is launched from an input port. Synthesis warning total landed at 0. The script logs the ratio of routed vias to standard cells as 6.70. The stage logs contain a warning count of 102. Per the STA report, the cell with the highest stage delay on the worst path is sky130_fd_sc_hd__buf_4. The final max-slew violation count recorded for this run is 0. The main area contributors are sky130_fd_sc_hd__ha_1, sky130_fd_sc_hd__mux2i_1, sky130_fd_sc_hd__a21oi_1, sky130_fd_sc_hd__mux4_2, sky130_fd_sc_hd__nand2_1.

Entering global routing, the biggest net connects 61 pins. Hold-check failures listed in the final report amount to 0. Max-capacitance violation count landed at 0. For this run, the slowest stage of the critical path takes 0.54 ns. The final layout reports a setup TNS of 0 ns. Per the timing report, the biggest fanout along the worst path comes to 60.

Setup violations remaining at the end of the flow were counted as 0. Per the OpenROAD floorplan log, the area of the core is 18800 sq um. Number of different library cells in the post-synthesis netlist landed at 89. Worst vdd rail ir drop landed at 10.6 uV. Arrival time of the worst setup path landed at 12.29 ns. The smallest clock period supported by the final layout is computed as 18.49 ns. Layout overhead on the synthesized area landed at 24.8%. The die is 141 um tall.

The final antenna diode tally reported by the flow is 0. Filler cell count landed at 1688. Number of iterations in the first detailed-routing pass landed at 6.

Area taken by flip-flops and latches landed at 0 sq um. Synthesized instance count landed at 1434. Final weighted congestion of routability-driven global placement landed at 1.08. Number of clock buffer instances in the layout landed at 0. The final route contains 12300 vias. The area recorded from the Yosys report for this design is 9640 sq um. For this run, the total global-route usage over all layers was measured as 42.9%. 231 I/O pins were placed. Number of setup buffers added after CTS landed at 0. The run finished with clean final reports. STA classifies the critical path endpoint as a primary output. The area fraction of the largest cell type after synthesis is 13.1%. For reference, the critical path cell chain is buf_2, buf_4, mux2i_4, buf_4, clkinv_1, buf_4, ha_1, nor3_4, o311ai_1, and4b_4, nor3_2, a211oi_2, o311a_4, o41ai_4, a31oi_1, or4b_1, a32o_1, clkdlybuf4s50_1.

Detailed placement HPWL landed at 33300 um. The chip occupies 19800 sq um. After synthesis, the mean cell area works out to 6.72 sq um.

After the first detailed-routing iteration, the DRC count stood at 1756. Measured against its own limit, the worst slew margin works out to 35.5%. STA reports the tightest min-delay check as being of type input port to primary output. Number of cell instances after yosys synthesis landed at 1434.

Number of global-route vias before repair landed at 11200. The library cells used most frequently in the layout, excluding fill and tap cells, are sky130_fd_sc_hd__clkdlybuf4s50_1, sky130_fd_sc_hd__nand2_1, sky130_fd_sc_hd__a21oi_1. Setup repair after global routing left no endpoint under its margin. Sequential cell count landed at 0. TritonRoute output was used to compute an average wire per cell of 23.0 um. The routed design has 42300 um of wire. The worst hold path was traced through 5 stages. For reference, the most critical setup path is categorized as input port to primary output. The number of antenna violations at the first check in global routing is 0.

In the routed design, unresolved DRC markers number 0. Per the summary, power density relative to cell area is 26.1 nW/um^2. Final hold slack landed at 13.71 ns. The transition time recorded at the tightest slew-check pin is 0.959 ns. Recorded from the global router log, the overflow total was 0. Per the cell usage report, the commonest logic cell in the layout is sky130_fd_sc_hd__clkdlybuf4s50_1.

Synthesized cell area landed at 9640 sq um.
## how the worst max path moves through the flow
stage	startpoint	to	slack (ns)	cells past startpoint
4_1_cts	alu_srcB[0]	ALU_RESULT[30]	12.70	18
5_1_grt	alu_srcB[0]	ALU_RESULT[30]	12.23	18
6_report	alu_srcB[0]	ALU_RESULT[30]	12.51	18
## through the flow
step	power (mW)	cell area [sq um]	setup WS (ns)	utilization, %	instances
floorplan	0.200	9640	13.96	-	1434
global placement	0.300	12000	12.79	63.9	1840
detailed placement	0.301	12000	12.71	63.9	1840
CTS	0.303	12000	12.70	63.9	1840
global route	0.337	12000	12.23	63.9	1840
finish	0.313	12000	12.51	63.9	1840
## final cells by class
type	count	area, sq um	area share (%)
inverter	93	349	2.90
multi-input combinational	1223	8810	73.2
tap	260	325	2.70
timing repair buffer	264	2540	21.2
## cell families after synthesis
family,after synthesis,synth area share (%)
buffers and inverters,211,9.06
AND/OR/NAND/NOR,415,19.4
XOR/XNOR,21,1.91
adder cells (fa/ha/maj),103,13.5
AND-OR/OR-AND,538,36.7
multiplexers,146,19.4
## synthesized netlist by cell type, drive strengths merged, types with 4 or more instances
library cell,count
a211o,7
a211oi,28
a21boi,6
a21o,19
a21oi,140
a221o,4
a221oi,8
a222oi,13
a22oi,21
a311oi,5
a31oi,27
and2,9
and3,10
buf,46
clkbuf,72
ha,101
inv,93
mux2,14
mux2i,101
mux4,31
nand2,164
nand2b,7
nand3,15
nand4,11
nor2,128
nor2b,7
nor3,32
nor4,5
o2111ai,9
o211ai,31
o21a,7
o21ai,126
o21bai,11
o221ai,10
o22a,4
o22ai,15
o31a,5
o31ai,7
o32ai,5
or2,5
or3,11
xnor2,16
xor2,5
## routing by layer
layer  vias up  track usage (%)  share of wire [%]
met3       111             15.4                 16
li1       5651                -                  -
met4         0             12.2                3.4
met5         -                0                  0
met1      5606             60.3                 39
met2       964             62.0                 41
## critical path, delay by kind of cell
family | cells | cell delay, ns
AND/OR/NAND/NOR | 4 | 1.23
multiplexers | 1 | 0.29
buffers and inverters | 6 | 2.41
adder cells (fa/ha/maj) | 1 | 0.49
AND-OR/OR-AND | 6 | 1.62
## power breakdown
group	total (mW)	internal (mW)	leakage [nW]	switching, mW
logic	0.313	0.129	5.06	0.184
registers	0	0	0	0
clock network	0	0	0	0
total	0.313	0.129	5.06	0.184
Power is estimated from default activity; no workload was simulated.
